## flow/config.mk

```make
export PLATFORM = sky130hd
export DESIGN_NAME = aluormemmux
export DESIGN_NICKNAME = aluormemmux
export VERILOG_FILES = /design/flow/design.v
export SDC_FILE = /design/flow/constraint.sdc
export NUM_CORES = 4
export LEC_CHECK = 1
export CORE_AREA = 10 10 71 71
export DIE_AREA = 0 0 81 81
```

## flow/constraint.sdc

```tcl
current_design aluormemmux

set clk_period 1.0
set clk_io_pct 0.2

create_clock -name clk0 -period $clk_period

set non_clock_inputs [all_inputs -no_clocks]
set_input_delay [expr $clk_period * $clk_io_pct] -clock clk0 $non_clock_inputs
set_output_delay [expr $clk_period * $clk_io_pct] -clock clk0 [all_outputs]
```

## flow/design.v

```verilog
`timescale 1ns / 1ps
module aluormemmux (
  input [31:0] aluout,  
  input [31:0] ramout,  
  input wire aluormem,  
  output [31:0] regdatain  
);
assign regdatain = aluormem ? ramout : aluout;  
endmodule
```

## flow/run.sh

```bash
#!/bin/bash
# OpenROAD 26Q1-2900-gdf79404cd8, Yosys 0.63+post, stock flow scripts
make -C /OpenROAD-flow-scripts/flow DESIGN_CONFIG=/design/flow/config.mk WORK_HOME=/design/flow/orfs finish
```

==> results.sh <==
# flow metrics
export IMPL_status="finished with violations"
export IMPL_violations="setup timing"
export IMPL_place_congestion=0.844
export IMPL_placed_area_mm2=0.00153
export IMPL_first_iter_violations=4
export IMPL_ys_area_um2=544
export IMPL_comb_area_um2=480
export IMPL_drc_errors=0
export IMPL_grt_setup_unrepaired="yes"
export IMPL_layoutNonFillerInstCount=185
export IMPL_vias=708
export IMPL_drive_gt1_frac=0.533
export IMPL_p_per_area_mw_per_mm2=396
export IMPL_hpwl_um=2500
export IMPL_log_warning_count=34
export IMPL_nFillCells=361
export IMPL_syn_to_final_growth_pct=192
export IMPL_critical_path_class="input pin to primary output"
export IMPL_ir_worst_vdd_uv=161
export IMPL_routed_via_density=3.83
export IMPL_slew_headroom=0.945
export IMPL_drv_cap=0
export IMPL_ant_nets=0
export IMPL_grt_pass1_vias=758
export IMPL_antenna_found_initial=0
export IMPL_leakage_nw=0.861
export IMPL_initCoreUtil=0.150
export IMPL_detailedPlace_worstSlack_ps=-530
export IMPL_fin_util=0.437
export IMPL_worst_slew_pin_slew_ps=82.7
export IMPL_endpoint_kind="primary output"
export IMPL_critPathMaxFanout=1
export IMPL_io_pins=97
export IMPL_synth_cell_area_um2=544
export IMPL_chip_area_mm2=0.00656
export IMPL_worst_ep_arrival_time_ps=990
export IMPL_worstSetupStartpoint="aluout[2]"
export IMPL_first_pass_iters=2
export IMPL_timing_hold_violations_final=0
export IMPL_ys_seq_frac=0
export IMPL_synth_area_per_cell_um2=15.1
export IMPL_seq_cells=0
export IMPL_setup_viol=32
export IMPL_layout_setup_ws_ps=-185
export IMPL_final_max_slew_viol_count=0
export IMPL_yosysUniqueCellTypes=4
export IMPL_crit_path_start_kind="input pin"
export IMPL_crit_required_ps=800
export IMPL_portBuffers=97
export IMPL_hold_class="input pin to primary output"
export IMPL_hold_path_depth=3
export IMPL_rows=22
export IMPL_post_drt_wl_per_cell_um=15.2
export IMPL_min_to="regdatain[16]"
export IMPL_final_cell_area_mm2=0.00159
export IMPL_num_antenna_cells=0
export IMPL_grt_total_usage=0.0754
export IMPL_regArea_um2=0
export IMPL_ys_warn_count=0
export IMPL_tns_ps=-2970
export IMPL_grt_pass1_wl_um=4040
export IMPL_overflow=0
export IMPL_total_power_mw=0.629
export IMPL_drt_wl_total_um=2820
export IMPL_yosys_cells=36
export IMPL_die_height_um=81
export IMPL_grt_max_degree=11
export IMPL_whs_ps=702
export IMPL_hp_start="ramout[16]"
export IMPL_postSynthCellCount=36
export IMPL_place_inst=181
export IMPL_n_clock_buffer=0
export IMPL_period_used=1.19
export IMPL_core_area_mm2=0.00363
export IMPL_die_w_um=81
export IMPL_period_minus_slack_ps=1190
export IMPL_fmax_mhz=844
worst max-delay path: stages:
cell and delay (ps):
clkdlybuf4s50_1 400, mux2_4 270, buf_6 110
worst max-delay path by stage:
| stage | endpoint | cells past startpoint |
|---|---|---|
| 4_1_cts | regdatain[9] | 5 |
| 6_report | regdatain[2] | 3 |
| 5_1_grt | regdatain[9] | 5 |
synth_stat cells:
master   n  area (um2)
mux2_4  30         450
buf_12   3        60.1
mux2_2   2        22.5
buf_6    1        11.3
cells in the final DEF (no fill, tap or decap), drive strengths merged:
cell / instances
mux2: 32
clkdlybuf4s50: 14
buf: 41
dlygate4sd2: 46
dlymetal6s2s: 4
kinds of logic (layout without fill, tap and decap cells):
| logic type | count (synthesis) | in the layout | synth area share |
|---|---|---|---|
| buffers and inverters | 4 | 105 | 0.131 |
| multiplexers | 32 | 32 | 0.869 |
repair_timing:
item,in CTS,in global routing
cloned,1,0
hold endpoints to repair,0,0
endpoints found under the setup margin,32,32
hold buffers,0,0
setup buffers,3,0
gates resized,166,15
final cells by class:
| cell class | instances | share of cell area |
|---|---|---|
| Multi-Input combinational cell | 32 | 0.303 |
| Timing Repair Buffer | 105 | 0.660 |
| Tap cell | 48 | 0.0378 |
metal layers:
layer  vias to the layer above  track usage  wire [um]  part of all wire
li1                        341            -          -                 -
met4                         0            0          0                 0
met2                        50        0.131       1430              0.51
met5                         -            0          0                 0
met1                       317       0.0922       1060              0.38
met3                         0       0.0278        323              0.11
where the power goes:
part / switching, mW / total, mW / internal, mW
Sequential: 0 / 0 / 0
Combinational: 0.136 / 0.629 / 0.493
Clock: 0 / 0 / 0
Power figures rest on the tool's default switching activity, not on a simulated workload.
