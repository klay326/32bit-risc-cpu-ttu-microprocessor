[design.v]
`timescale 1ns / 1ps
module registerfile( 
    input clk, reset, RL,  
    input [4:0] AA, BA, DA,  
    input [31:0] D,  
    output [31:0] A, B,  
    output reg [31:0] test
    );
    reg [31:0] regbank [31:0];  
    always @(*) begin
        test <= regbank[31];
        if(RL == 1) regbank[DA] <= D;  
    end
        assign A = regbank[AA];  
        assign B = regbank[BA];  
endmodule  
[run.sh]
#!/bin/bash
# OpenROAD 26Q1-2900-gdf79404cd8, Yosys 0.63+post, stock flow scripts
make -C /OpenROAD-flow-scripts/flow DESIGN_CONFIG=/design/flow/config.mk WORK_HOME=/design/flow/orfs finish
[config.mk]
export PLATFORM = sky130hd
export DESIGN_NAME = registerfile
export DESIGN_NICKNAME = registerfile
export VERILOG_FILES = /design/flow/design.v
export SDC_FILE = /design/flow/constraint.sdc
export NUM_CORES = 4
export LEC_CHECK = 1
export CORE_UTILIZATION = 50
[constraint.sdc]
current_design registerfile

set clk_period 12.1
set clk_io_pct 0.2

create_clock -name clk0 -period $clk_period

set non_clock_inputs [all_inputs -no_clocks]
set_input_delay [expr $clk_period * $clk_io_pct] -clock clk0 $non_clock_inputs
set_output_delay [expr $clk_period * $clk_io_pct] -clock clk0 [all_outputs]
==> run_results.csv <==
group,metric,value,unit
floorplan,die_area,0.0593,mm²
detailed_routing,wire_per_inst,48.6,µm
pwr,leakagePower,13.7,nW
final_layout,area_growth,10.6,%
placement,pre_cts_slack,2.96,ns
min_path,worstHoldPathCells,6,
detailed_routing,drtAntennaViolNets,0,
detailed_routing,wl_met1,61.5,mm
floorplan,core-area,0.0577,mm²
final_timing,relSlewSlack,18.0,%
floorplan,initial_core_util,50.5,%
synthesis,ys_warn_count,2,
final_timing,tns,0,ns
clocking,cts_setup_buffers,0,
worst_setup_path,critPathRequiredTime,9.68,ns
final_timing,tightest_slew,1.23,ns
min_path,hold_path.class,"input port to primary output",
synthesis,ff_type,"dlxtn_1",
floorplan,io_pins,146,
pwr,netSwitchingFraction,52.5,%
worst_setup_path,end_kind,"primary output",
detailed_routing,vias_per_cell,8.63,
synthesis,synth-edff-count,0,
synthesis,ys_cells,3139,
final_timing,post-route-period-util,80.7,%
final_layout,layout-drive-gt1-share,9.23,%
final_timing,min_period,9.76,ns
worst_setup_path,crit_slowest_cell,"nor2_4",
clocking,holdBufCountCts,0,
synthesis,synth_area,0.0292,mm²
worst_setup_path,start_kind,"input port",
synthesis,yosys_area,0.0292,mm²
pwr,peakVddDrop,0.0000384,V
detailed_routing,drt_pass1_iterations,27,
worst_setup_path,path_common_cell,"buf_4",
pwr,power_switching,0.000511,W
floorplan,fp.dieW,244,µm
detailed_routing,vias,34900,
final_timing,rsz0062_at_grt,"no",
worst_setup_path,crit_type,"input port to primary output",
worst_setup_path,critical_path_peak_fanout,28,
job,maxCapViolCount,0,
job,warnings,34,
worst_setup_path,path_depth,10,
final_timing,setup_viol,0,
detailed_routing,drc,0,
final_timing,whs,6.07,ns
global_route,grtUsageTotal,68.1,%
pwr,p_int,0.000462,W
synthesis,async_reset_ff_share,0,%
worst_setup_path,critPathMaxStageDelay,1.05,ns
detailed_routing,met2_length,69.1,mm
global_route,grt_max_degree,38,
global_route,antenna_found_initial,23,
global_route,grt_pass1_vias,32300,
clocking,post_cts_resized,0,
final_layout,regMostFlops,"regbank",
floorplan,rows,88,
synthesis,postSynthCellCount,3139,
synthesis,syn_area_per_cell,9.29,µm²
detailed_routing,wl,197,mm
detailed_routing,drtIter0Drc,5375,
worst_setup_path,crit_buf_inv,4,
final_timing,untimed_endpoints,1056,
final_timing,setup_ws,2.34,ns
final_layout,num-fill-cells,5038,
final_layout,top_regs,"regbank x1024",
final_timing,maxSlewViolCount,0,
final_timing,unclocked_pins,1024,
synthesis,synth_flops,1024,
final_timing,max_freq,102,MHz
placement,dp_hpwl,112,mm
worst_setup_path,crit_arrival,7.34,ns
placement,numPortBuffers,144,
detailed_routing,top_layer_used,"met5",
global_route,grt-ovfl-total,0,
detailed_routing,route.met3.wl,42.2,mm
worst_setup_path,critPathTopFamily,"buffers and inverters",
floorplan,die_y,244,µm
final_timing,hold_viol_final,0,
pwr,p_per_area,30.2,mW/mm²
global_route,grt_pass1_wl,263,mm
worst_setup_path,crit_chain,"buf_2 > buf_4 > nand3b_1 > nor2_4 > buf_4 > a2111oi_0 > nand3_1 > a211oi_1 > a21oi_1 > clkdlybuf4s50_1",
final_layout,largest_reg_flops,1024,
synthesis,synthDistinctLibCells,65,
status,outcome,"complete, no violations",
placement,gp_congestion,1.15,
==> through the flow <==
| stage | total power [W] | util (%) | cells | area, µm² |
|---|---|---|---|---|
| floorplan | 0.000539 | - | 3139 | 29200 |
| CTS | 0.000913 | 55.7 | 3993 | 32100 |
| finish | 0.000973 | 55.9 | 4047 | 32200 |
| global route | 0.000979 | 55.7 | 4002 | 32100 |
| global placement | 0.000906 | 55.7 | 3993 | 32100 |
| detailed placement | 0.000909 | 55.7 | 3993 | 32100 |
==> path summary, 6_finish.rpt <==
kind	startpoint	slack (ns)	end
min	AA[2]	6.07	A[31]
max	BA[0]	2.34	B[6]
==> cells by family (layout without fill, tap and decap cells) <==
family | Yosys count | count (layout) | synth area share, %
other | 0 | 54 | 0
AND-OR/OR-AND | 1070 | 1070 | 27.8
multiplexers | 78 | 78 | 2.83
AND/OR/NAND/NOR | 737 | 737 | 12.9
latches | 1024 | 1024 | 52.8
buffers and inverters | 230 | 319 | 3.81
==> final cells by class <==
type,count,area [µm²],area share [%]
Multi-Input combinational cell,1885,13100,40.6
Tap cell,765,957,2.97
Sequential cell,1024,15400,47.7
Antenna cell,54,135,0.419
Timing Repair Buffer,313,2670,8.27
Inverter,6,22.5,0.0698
==> synth_stat cells, drive strengths merged (16+ instances only) <==
| cell type | number | area (µm²) |
|---|---|---|
| nor4 | 16 | 100 |
| nor3 | 66 | 330 |
| nand3 | 49 | 245 |
| o21ai | 29 | 145 |
| a22o | 73 | 639 |
| a221oi | 58 | 508 |
| buf | 167 | 873 |
| nand4 | 108 | 676 |
| nand2 | 194 | 731 |
| a222oi | 23 | 230 |
| a21oi | 70 | 350 |
| dlxtn | 1024 | 15400 |
| mux2i | 60 | 601 |
| a31oi | 24 | 150 |
| nand2b | 19 | 119 |
| and3 | 25 | 156 |
| o22a | 16 | 140 |
| mux2 | 16 | 180 |
| nor2 | 171 | 749 |
| clkbuf | 57 | 214 |
| nor2b | 23 | 144 |
| a22oi | 670 | 5030 |
==> tightest hold or removal path, cell delays in order <==
cell,delay [ns]
buf_2,0.29
o211ai_1,0.17
o211ai_1,0.10
nand4_1,0.08
o22a_1,0.13
clkdlybuf4s50_1,0.45
==> cell usage in the layout, fill, tap and decap left out, drive strengths merged, types with 66 or more instances in the layout <==
master / instances
a22o: 73
nand4: 108
a21oi: 70
nor3: 66
nor2: 171
nand2: 194
dlxtn: 1024
a22oi: 670
buf: 178
clkdlybuf4s50: 135
==> per-layer routing <==
metal	track usage, %	vias up
li1	-	12300
met1	75.6	16100
met2	81.1	4700
met3	58.8	1814
met4	49.9	35
met5	15.2	-
Power and IR drop assume default switching activity.
